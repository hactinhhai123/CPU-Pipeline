## ./config.mk

```make
export PLATFORM = sky130hd
export DESIGN_NAME = FP_ID_EX
export DESIGN_NICKNAME = FP_ID_EX
export VERILOG_FILES = /design/flow/design.v
export SDC_FILE = /design/flow/constraint.sdc
export NUM_CORES = 4
export LEC_CHECK = 1
export CORE_AREA = 10 10 229 229
export DIE_AREA = 0 0 239 239
```

## ./run.sh

```bash
#!/bin/bash
# OpenROAD 26Q1-2900-gdf79404cd8, Yosys 0.63+post, stock flow scripts
make -C /OpenROAD-flow-scripts/flow DESIGN_CONFIG=/design/flow/config.mk WORK_HOME=/design/flow/orfs finish
```

## ./design.v

```verilog
module FF_PC(clk , en , rst , pc , pc_out );
input clk , rst , en;
input [31:0] pc ; 
output reg[31:0] pc_out ; 
initial begin
            pc_out <= 32'b0;
        end
always @(posedge clk )
begin 
  if(rst ==0 )
     begin
     if (en==1)  pc_out<=pc;
     end
  else 
begin
pc_out <= 0;
 end
end
endmodule 
module FP_T ( clk, en, rst, pc   , a,a_32    , bht , pattern
                              , pc_out, a_out,a_32_out , bht_out, pattern_out);
input clk , rst, en;
input [31:0]a,a_32,pc;
input [1:0] bht;
input [7:0] pattern;
output reg [7:0] pattern_out;
output reg[1:0] bht_out;
output reg[31:0]a_out,a_32_out , pc_out ;
always @(posedge clk )
if(rst ==0) begin
   if (en==1) begin 
   pc_out <= pc; bht_out <= bht; pattern_out <=pattern; a_32_out<=a_32;
   a_out<= a ;   
   end end
else begin pc_out <=0; a_out<=0;  bht_out <= 0; pattern_out <=pattern; a_32_out<=0;end
endmodule
module FP_PC_IF ( clk, en, rst, pc   , a    ,a_32, bht  
                              , pc_out, a_out ,a_32_out, bht_out);
input clk , rst, en;
input [31:0]a,a_32,pc;
input [1:0] bht;
output reg[1:0] bht_out;
output reg[31:0]a_out ,a_32_out, pc_out ;
always @(posedge clk )
if(rst ==0) begin
   if (en==1) begin 
   pc_out <= pc; bht_out <= bht;  
a_32_out<=a_32;a_out<= a ;   
   end end
else begin pc_out <=0; a_out<=0;  bht_out <= 0;a_32_out<=0;   
end
endmodule
module FP_ID_EX( clk ,en ,rst, a,a_32,pc,rs1,rs2,rd, imm,ALUsrc,Regwrite,Memtoreg, Memread, Memwrite,Branch,ALUop, Nb,rs1_a,rs2_a,bht, pattern,
a_out,a_32_out,pc_out,rs1_out,rs2_out,rd_out,imm_out,ALUsrc_out,Regwrite_out, Memtoreg_out, Memread_out, Memwrite_out,Branch_out,ALUop_out,Nb_out,rs1_addr,rs2_addr, bht_out ,pattern_out);
input clk ,en , rst;
input [31:0]pc,imm,rs1,rs2 ,a,a_32;
input ALUsrc,Regwrite, Memtoreg, Memread, Memwrite,Branch;
input [10:0]ALUop; 
input [4:0]rd,rs1_a,rs2_a;
input [2:0] Nb;
input [1:0] bht;
input [7:0] pattern;
output reg [7:0]pattern_out;
output reg [2:0] Nb_out;
output reg [ 4:0] rs1_addr , rs2_addr,rd_out;
output reg[31:0] imm_out,rs1_out,rs2_out,pc_out,a_out,a_32_out;
output reg[1:0] bht_out;
output reg ALUsrc_out,Regwrite_out, Memtoreg_out, Memread_out, Memwrite_out,Branch_out;
output reg[10:0]ALUop_out ;
always @(posedge clk )
if(rst ==0 )
begin if (en==1) begin 
rs1_addr<=rs1_a; 
rs2_addr<=rs2_a;
pc_out <= pc;  imm_out<=imm;a_32_out<=a_32;
Regwrite_out<=Regwrite;  pattern_out<=pattern;
 Memtoreg_out<=Memtoreg; Memread_out<=Memread;a_out<=a;
Memwrite_out<=Memwrite;
Branch_out<=Branch; ALUop_out<=ALUop;ALUsrc_out<=ALUsrc;
rs1_out <= rs1; rs2_out<=rs2;  rd_out<=rd; Nb_out<=Nb; bht_out<=bht ;  
end end
else begin
rs1_addr<=0;
rs2_addr<=0; pattern_out <=pattern;
pc_out <= 0;ALUsrc_out<=0;imm_out<=0;a_32_out<=0; 
Regwrite_out<=0;  Memtoreg_out<=0;a_out <=0;
 Memread_out<=0;   Memwrite_out<=0;
Branch_out<=0; ALUop_out<=0;
rs1_out <= 0; rs2_out<=0;Nb_out<=0; bht_out<=0 ; 
rd_out<=0;  end
endmodule 
module FP_EX_MEM( clk ,en,rst, pc ,ALU_result,zero,rs2,rd,Regwrite, Memtoreg, Memread, Memwrite,Branch,Nb,
pc_out,ALU_result_out,zero_out,rs2_out,rd_out,Regwrite_out, Memtoreg_out, Memread_out, Memwrite_out,Branch_out,Nb_out  );
input clk,en,rst,zero ;
input [31:0]pc,ALU_result,rs2;
input Regwrite, Memtoreg, Memread, Memwrite,Branch;
input [4:0]rd;
input [2:0]Nb;
output reg[2:0] Nb_out;
output reg[4:0] rd_out;
output reg[31:0] rs2_out,ALU_result_out,pc_out;
output reg Regwrite_out, Memtoreg_out, Memread_out, Memwrite_out,Branch_out;
output reg zero_out;
always @(posedge clk )
if(rst ==0 )
begin
if (en==1)
begin 
pc_out <= pc;
Regwrite_out<=Regwrite; Memtoreg_out<=Memtoreg;
 Memread_out<=Memread; Memwrite_out<=Memwrite;
Branch_out<=Branch; rs2_out<=rs2;
rd_out<=rd; zero_out<=zero;
ALU_result_out<=ALU_result;
Nb_out<= Nb;
end end
else begin
pc_out <= 0;
Regwrite_out<=0;
 Memtoreg_out<=0; Memread_out<=0;
 Memwrite_out<=0; Branch_out<=0;
zero_out <= 0; rs2_out<=0;
rd_out<=0;
ALU_result_out<=0;
Nb_out<=0;
 end
endmodule 
module FP_MEM_WB ( clk ,en,rst,pc,rd,ALU_result,Regwrite, Memtoreg,rd_data,PCsrc,delay1,
pc_out,rd_out,ALU_result_out,Regwrite_out ,Memtoreg_out,rd_data_out  ,PCsrc_out,delay2 );
input clk,en,rst ;
input [31:0]pc,ALU_result,rd_data;
input Regwrite, Memtoreg, PCsrc,delay1;
input [4:0]rd;
output reg[31:0]pc_out,ALU_result_out,rd_data_out;
output reg[4:0]rd_out;
output reg Regwrite_out,Memtoreg_out,PCsrc_out,delay2;
always @(posedge clk )
if(rst ==0 )
begin
if (en==1)
begin 
delay2<=delay1;
PCsrc_out<=PCsrc;
rd_data_out<=rd_data;
pc_out<=pc;rd_out<=rd;
ALU_result_out<=ALU_result;
Regwrite_out<=Regwrite;
 Memtoreg_out<=Memtoreg;
end end
else  begin
PCsrc_out<=0; delay2<=0;
pc_out<=0; rd_data_out<=0;
ALU_result_out<=0; Regwrite_out<=0;
 Memtoreg_out<=0; rd_out<=0;
 end
endmodule
module FF(clk, rd,rd_out);
input clk ;
input [4:0] rd;
output reg [4:0]rd_out;
always @(posedge clk )
rd_out<=rd;
endmodule
```

## ./constraint.sdc

```tcl
current_design FP_ID_EX

set clk_period 1.0
set clk_io_pct 0.2

create_clock -name clk0 -period $clk_period [get_ports {clk}]

set non_clock_inputs [all_inputs -no_clocks]
set_input_delay [expr $clk_period * $clk_io_pct] -clock clk0 $non_clock_inputs
set_output_delay [expr $clk_period * $clk_io_pct] -clock clk0 [all_outputs]
```

==> GITHUB_STEP_SUMMARY <==
## Implementation flow summary

| Metric | Value |
|---|---|
| Final instance area | 14300 um^2 |
| Internal reg-to-reg setup slack | 0.17 ns |
| Leakage | 0.00678 uW |
| Fillers | 4848 |
| H-tree depth | 1 |
| Slew Viols, Final | 0 |
| Final WL | 31100 um |
| Cells in synth_stat.txt | 748 |
| Syn. warnings | 1 |
| Die area | 57100 um^2 |
| EDFF count, synth | 8 |
| Clk slew on worst S/H paths | 0.06 ns |
| Placed Instances | 1839 |
| # setup viols final | 237 |
| Num CTS Buffers | 27 |
| Violated checks | setup timing |
| Final hold viol count | 0 |
| Overall routing resource usage | 10.3% |
| Pre-antenna DRT Iters | 4 |
| Final Cycle Share | 125% |
| Crit path max-delay family | flip-flops |
| Syn Inst Count | 748 |
| Largest net degree at the start of global routing | 33 |
| Drt wl/cell | 16.4 um |
| Clk latency late pin | 0.54 ns |
| Total core area | 47500 um^2 |
| Synthesized area per cell | 11.3 um^2 |
| Antenna cells | 0 |
| Crit end category | output pin |
| Vias/cell | 3.77 |
| Pwr Total | 23200 uW |
| Hold-fix buffers, CTS | 0 |
| Most used flip-flop cell | dfxtp_1 |
| CTS tree | built |
| Tool warning count | 28 |
| Post-synth regs | 237 |
| Yosys Chip Area | 8460 um^2 |
| Crit path kind | reg2out |
| CTS root buf | clkbuf_16 |
| Routability cong. | 0.834 |
| Area share of the largest cell type after synthesis | 54.2% |
| Min-delay worst type | in2reg |
| Max_cap viols | 0 |
| PnR worst setup slack | -0.246 ns |
| WP data required | 0.80 ns |
| Ports | 477 |
| Pwr/cell area | 1620 nW/um^2 |
| Die X | 239 um |
| Starting DRC count in detailed routing | 129 |
| Period minus WS final | 1.25 ns |
| Fraction of registers with async set/reset | 0% |
| Die H | 239 um |
| Synth Cell Area | 8460 um^2 |
| Vias in the first global route | 7346 |
| Starting density of the core | 17.8% |
| Fin cells | 1895 |
| Critical path startpoint category | flip-flop |
| Seq share, synth | 57.1% |
| Largest stage delay, worst path | 0.37 ns |
| DR vias | 7151 |
| FMAX | 0.803 GHz |
| Clk sinks | 237 |
| CP arrival | 1.05 ns |
| First-pass GRT wire length | 45800 um |
| Dominant cells by area after synthesis | dfxtp_1 (54%), mux2i_1 (27%), nor2_1 (10%) |
| Post-detail-place hpwl | 24000 um |
| Yosys top cell by area | dfxtp_1 |
| Routed Antenna Nets | 0 |
| Status | complete, but fails checks |
| Commonest cells post-synth | dfxtp_1 (229), mux2i_1 (229), nor2_1 (229) |
| IO Port Bufs | 476 |
| Max Fanout on Critical Path | 1 |
| Initial antenna violation count | 0 |
| Setup WS pre-CTS | -0.193 ns |
| Worst-margin pin slew | 0.461 ns |
| Grt ovf | 0 |
| CP Buf/Inv Count | 1 |
| RSZ-0062 raised after global routing | true |
| TNS Setup | -38.43 ns |
| Placed Area | 14100 um^2 |
| Share of cells above drive strength 1 | 44.5% |
| VDD IR max | 1130 uV |
| DRC violations left | 0 |
| Slowest CP cell | edfxtp_1 |
| Worst Skew | 0 ns |
| Cell Chain, Critical Path | buf_2 |
| Max-slew headroom | 69.2% |
| CTS max path bufs | 3 |
| Row cnt | 80 |
| P&R area growth vs syn | 69.5% |
| Distinct lib cells used | 11 |
cell type report:
| type | instances | area (um^2) | share of cell area [%] |
|---|---|---|---|
| Sequential cell | 237 | 5110 | 35.7 |
| Timing Repair Buffer | 538 | 4430 | 30.9 |
| Multi-Input combinational cell | 459 | 3160 | 22.1 |
| Clock buffer | 40 | 774 | 5.40 |
| Tap cell | 615 | 769 | 5.37 |
| Clock inverter | 6 | 82.6 | 0.576 |
worst register-to-register path, cell delays in order (launching register included):
cell and delay, ns:
dfxtp_2 0.32, buf_4 0.12, buf_4 0.11, mux2i_1 0.12, nor2_1 0.05
repair_timing:
action,CTS,global route
endpoints found under the setup margin,237,237
buffers inserted,4,6
gates resized,1031,16
hold endpoints to repair,0,0
per-stage QoR:
| step | util (%) | hold slack, ns |
|---|---|---|
| 3_5_place_dp | 29.7 | 0.478 |
| 2_1_floorplan | - | 0.299 |
| 6_report | 30.1 | 0.0293 |
| 3_3_place_gp | 29.7 | 0.472 |
| 4_1_cts | 29.8 | 0.000389 |
| 5_1_grt | 30.1 | 0.0275 |
worst paths after layout:
check,from,to,cells after the start
worst max register to register,a_32_out[9],a_32_out[9],4
worst max-delay path,pattern_out[4],pattern_out[4],1
worst min register to register,a_out[2],a_out[2],2
worst min-delay path,rst,Branch_out,3
placed cells by master (no fill, tap or decap), types with 5 or more instances in the layout:
master / n
buf_12: 16
buf_2: 208
buf_4: 46
buf_6: 30
clkbuf_1: 8
clkbuf_16: 27
clkbuf_8: 5
clkdlybuf4s50_1: 237
dfxtp_2: 229
edfxtp_1: 8
mux2i_1: 229
nor2_1: 229
state kept, by name, summed over array words and instances (netlist names), 3 cells and up:
signal	cells
a_32_out	32
a_out	32
imm_out	32
pc_out	32
rs1_out	32
rs2_out	32
ALUop_out	11
pattern_out	8
rd_out	5
rs1_addr	5
rs2_addr	5
Nb_out	3
where the power goes:
group | switching (uW) | total, uW | internal (uW)
combinational | 1110 | 3120 | 2020
clock | 3840 | 9650 | 5810
sequential | 272 | 10500 | 10200
total | 5210 | 23200 | 18000
kinds of logic after synthesis:
family	count (synthesis)	share of synthesized area (%)
flops	237	57.1
simple gates	230	10.2
mux	229	27.1
buf+inv	52	5.59
per-layer routing:
layer | up-vias | GRT usage [%] | routed length (um)
li1 | 3514 | - | -
met1 | 3243 | 12.2 | 12100
met2 | 355 | 16.5 | 14000
met3 | 39 | 5.46 | 4290
met4 | 0 | 2.22 | 746
met5 | - | 0 | 0
Power and IR drop assume default switching activity.
